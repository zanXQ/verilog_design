==> design/flow/design.v <==
module uart_tx
(
    input             clk,reset,en,
    input   [7:0]     data,
    output            data_tx,
    output            done
);
parameter clk_tx=50000;
parameter Baudrate=10000;
parameter halfBaud=(clk_tx)/(Baudrate*2);
reg     [7:0]      count;
reg                temp;
reg                idle;
reg     [3:0]      baud_counter;
reg     [7:0]      data_shift;
wire               stop;
wire               switch;
wire               parity;
always @(posedge clk or posedge reset) begin
    if(reset) begin
        count<='b0;
        temp<='b0;
    end
    else begin
        if(en) count <= count + 1;
        if(count==halfBaud-1) begin
            temp=~temp;
            count<='b0;
        end
    end
end
always @(posedge clk or posedge reset) begin
    if(reset) idle <= 'b1;
    else begin
        if(en) idle <= 'b0;
        if(stop) idle <= 'b1;
    end
end
always @(posedge temp or posedge reset) begin
    if(reset) baud_counter <= 'b0;
    else begin
        if(en&(!stop)) baud_counter <= baud_counter + 1;
    end
end
always @(posedge temp or posedge reset) begin
    if(reset) data_shift <='b0;
    else begin
        if(baud_counter == 'b1) data_shift <= data;
        for(integer i = 0; i < 7; i=i+1) begin
            data_shift[i]=data_shift[i+1];
        end
    end
end
assign stop = baud_counter[3]&!baud_counter[2]&baud_counter[1]&baud_counter[0];
assign switch = baud_counter[3]&!baud_counter[2]&baud_counter[1]&!baud_counter[0];
assign parity = ^data;
assign data_tx = idle|stop|(switch?parity:data_shift[0]);
assign done=stop;
endmodule
module uart_rx
(
    input             clk,reset,
    input             data_tx,
    output  [7:0]     data_out,
    output  [31:0]    address,
    output            we
);
parameter clk_rx=50000;
parameter Baudrate=10000;
parameter halfBaud=(clk_rx)/(Baudrate*2);
parameter address_rx='h400100;
reg     [7:0]      count;
reg                temp;
reg                idle;
reg     [3:0]      baud_counter;
reg     [8:0]      data_shift;
wire               restore;
wire               en;
wire               stop;
wire               switch;
wire               parity;
always @(posedge clk or posedge reset) begin
    if(reset) begin
        count<='b0;
        temp<='b0;
    end
    else begin
        if(en) count <= count + 1;
        if(count==halfBaud-1) begin
            temp=~temp;
            count<='b0;
        end
    end
end
assign restore=reset|stop;
always @(negedge data_tx or posedge restore) begin
    if(restore) idle <= 'b1;
    else begin
 idle <= 'b0;
    end
end
assign en=~idle;
always @(posedge temp or posedge reset) begin
    if(reset) baud_counter <= 'b0;
    else begin
        if(en&(!stop)) baud_counter <= baud_counter + 1;
    end
end
always @(posedge temp or posedge reset) begin
    if(reset) data_shift <='b0;
    else begin
        if(en) data_shift[8] <= data_tx;
        for(integer i = 0; i < 9; i=i+1) begin
            data_shift[i]=data_shift[i+1];
        end
    end
end
assign stop = baud_counter[3]&!baud_counter[2]&baud_counter[1]&!baud_counter[0];
assign parity = ^data_shift[7:0];
assign we=stop&!(data_shift[8]^parity);
assign data_out=data_shift[7:0];
assign address=address_rx;
endmodule
module uart
(
    input               clk,reset,en,
    input    [7:0]      data_in,
    output   [7:0]      data_out,
    output              done,we,
    output   [31:0]     address
);
wire    data;
uart_tx test0 ( .clk(clk), .reset(reset), .en(en),
                .data(data_in),
                .data_tx(data),
                .done(done));
uart_rx test1 ( .clk(clk), .reset(reset),
                .data_tx(data),
                .data_out(data_out),
                .we(we),
                .address(address));
endmodule
==> design/flow/run.sh <==
#!/bin/bash
# OpenROAD 26Q1-2900-gdf79404cd8, Yosys 0.63+post, stock flow scripts
make -C /OpenROAD-flow-scripts/flow DESIGN_CONFIG=/design/flow/config.mk WORK_HOME=/design/flow/orfs finish
==> design/flow/config.mk <==
export PLATFORM = sky130hd
export DESIGN_NAME = uart
export DESIGN_NICKNAME = uart
export VERILOG_FILES = /design/flow/design.v
export SDC_FILE = /design/flow/constraint.sdc
export NUM_CORES = 4
export LEC_CHECK = 1
export CORE_AREA = 10 10 107 107
export DIE_AREA = 0 0 117 117
==> design/flow/constraint.sdc <==
current_design uart

set clk_period 2.4
set clk_io_pct 0.2

create_clock -name clk0 -period $clk_period [get_ports {clk}]

set non_clock_inputs [all_inputs -no_clocks]
set_input_delay [expr $clk_period * $clk_io_pct] -clock clk0 $non_clock_inputs
set_output_delay [expr $clk_period * $clk_io_pct] -clock clk0 [all_outputs]
==> run summary <==
Flow results follow.

Detailed routing inserted a total of about 1000 vias. The total number of warnings across the stage logs is 28. Endpoints with negative setup slack in the final report add up to 0.

In this run the count of I/O pins placed on the die edge is 53. No sink is reached through more buffers than the 2 on the longest clock path. The worst setup path is captured at a register. The total number of H-tree levels is 1. The script extracted a total leakage power of 0.000943 uW. The aggregate global-route resource usage is under 10%. Yosys stat counts 175 cells in the synthesized netlist. The report gives the cell count of the worst hold path as 1. The synthesis-stage register bit count is 36. The average instance in the mapped netlist occupies between 10 and 15 sq um. STA puts the critical path data required time at 2.58 ns. The worst register-to-register path begins at test0.count[1]. STA shows the worst min-delay path finishing at test1.count[7]. The fill cell instance count of the final layout is around 970.

The number of port buffers is 12. The number of nets with antenna violations after routing is 0. Looking at the reg2reg group, the worst path ends at test0.temp. The core region is 0.00920 sq mm. The highest achievable clock rate is roughly 620 MHz.

The overall die width is 117 um. After synthesis, the chip area reported by Yosys is between 0.0015 and 0.002 sq mm. Of the synthesized area, sequential elements account for between 40% and 50%. The endpoint arrival time on the critical path is 1.80 ns. The count of unclocked register or latch pins is 17. The final clock skew is about 0.003 ns. By area the synthesized netlist is led by dfrtp_1, buf_4, xnor2_1. The portion of the clock cycle consumed by the worst path in the final layout is between 60% and 70%. For reference, the placement row count at floorplan is 35. The chip footprint is 0.0137 sq mm. The antenna diode count is 0. The report lists the cells along the critical path as inv_1 -> ha_1 -> or4b_4 -> nor4_4 -> xor2_1. The ratio of routed vias to standard cells is 3.37. The cell sitting at the root of the clock tree is a clkbuf_8. Of all flip-flops after synthesis, the portion carrying an async set or reset was ~100%. The worst hold path class is register to register.

The number of cells on the worst reg-to-reg path is 5. The setup slack of the most critical reg-to-reg path is 0.79 ns. Per the OpenROAD power report, switching power amounts to 478 uW.

Endpoints failing hold in the final report were tallied at 0. The clock reaches the later pin of the worst-skew pair after about 0.25 ns. The number of setup buffers added after CTS is 0.

The count of routing violations after the opening detailed-route iteration is 34. Looking at the power breakdown, the clock network takes about 15% of the total. The area fraction of the dominant cell type after synthesis is 45.0%.

The CTS tree is built. The worst setup path is launched from a register. The number of max-slew violations in the final report is 0.

The pin count of the biggest net entering global routing is 18. The combined area of all synthesized cells is around 0.0019 sq mm. The proportion of layout cells with a drive suffix above 1 is between 8 and 9%. The flow ran to the end, and the final reports show no timing, DRC or antenna violations. The number of gates resized after CTS was 0.

Of all cell types, the one taking the most synthesized area is dfrtp_1. By count the netlist is led by buf_4, dfrtp_1, xnor2_1. Setup total negative slack on the finished layout was measured at 0 ns. The synthesis log from Yosys contains 3 warnings. The layout overhead on the synthesized area is 8.80%. Switching power as a fraction of the total was reported as about a third. For this run, the detailed router's first-pass iteration total came to 4. In this run, synthesis inferred 0 flip-flops with an integrated enable. The die height is ~120 um. The number of antenna violations at the first check in global routing is 0. The number of instances in the synthesized netlist is 175. Looking at hold timing, the worst path starts from test1.count[7]. Setup repair after global routing left no endpoint under its margin. The first global-routing pass estimated between 4000 and 5000 um of wire.

The detailed router reported a total wirelength of between 2000 and 3000 um. The total power of the final layout is roughly 1400 uW. 18 endpoints have no timing constraint. In the placement report, post-DP HPWL is listed as roughly 2300 um. For this run the aggregate overflow at the end of global routing stands at 0.

STA lists the maximum fanout along the critical path as 5. Buffers inserted to repair hold after CTS numbered 0. The number of buffers added by the clock tree synthesis step is 3.

The cell with the largest stage delay on the worst path is or4b_4. The cell family with the largest share of critical-path delay is simple AND/OR/NAND/NOR gates. The cell area power density is around 700 mW/mm^2. Among all flip-flop cells after synthesis, the most frequent one is dfrtp_1.

Dividing the detail-routed wire length by the instance count gives about 9.4 um. The via count of the first global-routing pass was 1114. By startpoint and endpoint, the worst setup path is classified as register to register.

Across the VDD grid, the largest voltage drop is between 0.0002 and 0.00025 V. Max-cap violations in this run came to 0. Per the synthesis report, the number of distinct cell types is 28. The share of total power dissipated in combinational logic is 27.4%.

The total internal power is 971 uW. In the routed design, unresolved DRC markers number 0. Per the post-run analysis, buffers plus inverters along the critical path come to 1.

The floorplan-stage core utilization is about a fifth. The global placer's final weighted congestion is 0.790. Looking at the power breakdown, sequential logic takes 57.2% of the total. The time the final worst path needs with I/O delays and setup is 1.61 ns. The largest incremental delay on the critical path is 0.47 ns. After clock tree synthesis, the clock-pin slew on the worst setup and hold paths is about 0.070 ns. The post-synthesis cell type with the largest instance count is buf_4.
==> placed cells by master, fill, tap and decap left out, types with 2 or more instances in the layout <==
| master | Yosys | layout |
|---|---|---|
| dfstp_2 | 2 | 2 |
| nor3_1 | 2 | 2 |
| nor2_1 | 18 | 18 |
| a21oi_1 | 4 | 4 |
| nand3_1 | 6 | 6 |
| inv_1 | 5 | 5 |
| nand4_1 | 3 | 3 |
| buf_4 | 40 | 3 |
| nand2_1 | 7 | 7 |
| nand4b_1 | 2 | 2 |
| mux2_2 | 3 | 3 |
| conb_1 | 2 | 41 |
| xor2_1 | 8 | 8 |
| ha_1 | 7 | 7 |
| clkbuf_8 | 0 | 3 |
| dfrtp_1 | 34 | 34 |
| clkdlybuf4s50_1 | 0 | 12 |
| xnor2_1 | 19 | 19 |
==> power groups by stage <==
stage,sequential [uW],clock [uW],combinational (uW)
4_1_cts,836,233,410
5_1_grt,868,243,468
6_report,829,223,397
==> worst max path at each step <==
stage                     startpoint         end  slack [ns]  depth (start not counted)
after global routing  test0.count[1]  test0.temp        0.70                          5
after CTS             test0.count[1]  test0.temp        0.77                          5
final                 test0.count[1]  test0.temp        0.79                          5
==> area by class of cell <==
type                       instances  area (sq um)  share of cell area (%)
clock buffer                       3          41.3                    2.01
timing repair buffer              15           143                    6.93
multi-input combinational        131           807                    39.2
tap                              111           139                    6.75
sequential                        36           903                    43.9
clock inverter                     1          5.00                   0.243
inverter                           5          18.8                   0.912
==> metal layers <==
metal  wire, um  GRT usage, %
met5          0             0
met4          0        0.0824
met3        105         0.980
met2       1450          7.65
met1       1280          5.38
==> cells by family after synthesis <==
| family | after synthesis | share of synthesized area (%) |
|---|---|---|
| buffers and inverters | 47 | 17.3 |
| AND/OR/NAND/NOR | 46 | 13.3 |
| flip-flops | 36 | 47.8 |
| XOR/XNOR | 27 | 12.5 |
| adder cells (fa/ha/maj) | 7 | 4.63 |
| AND-OR/OR-AND | 7 | 2.32 |
| multiplexers | 3 | 1.79 |
| other | 2 | 0.397 |
==> registers in the layout, indices dropped and copies added (netlist names) <==
name                flops
test1.baud_counter      4
test0.data_shift        8
test0.idle              1
test1.idle              1
test0.baud_counter      4
test1.count             8
test1.temp              1
test0.temp              1
test0.count             8
==> metrics by stage <==
| step | cell area, sq um | hold WS, ns | setup slack, ns | util (%) | cells |
|---|---|---|---|---|---|
| 6_report | 2060 | 0.479 | 0.787 | 22.4 | 302 |
| 5_1_grt | 2060 | 0.497 | 0.701 | 22.4 | 302 |
| 4_1_cts | 2060 | 0.480 | 0.767 | 22.4 | 302 |
| 3_5_place_dp | 2010 | 0.467 | 0.545 | 21.9 | 298 |
| 3_3_place_gp | 2010 | 0.470 | 0.556 | 21.9 | 298 |
| 2_1_floorplan | 2040 | 0.446 | 0.927 | - | 214 |
Power and IR drop assume default switching activity.
