`design/flow/design.v`:
```
module arbiter_mux
(
    input                   clk,reset,
    input       [4:0]       request,
    input       [16:0]      data_0,data_1,data_2,data_3,data_4,
    output      [4:0]       grant,
    output      [16:0]      data_out,
    output  reg             outputAvailable
);
reg     [4:0]       prior;
wire    [1:0]       stage0      [4:0];
wire    [1:0]       stage1      [2:0];
wire    [1:0]       stage2      [1:0];
wire    [1:0]       stage3;
wire    [1:0]       stage1_sel;
wire                stage2_sel;
wire                stage3_sel;
wire    [16:0]      stage1_data   [2:0];
wire    [16:0]      stage2_data   [1:0];
wire    [16:0]      stage3_data;
wire    [4:0]       stage1_grant;
wire    [4:0]       stage2_grant;
wire    [4:0]       stage3_grant;
wire                anyGrant;
always @(posedge clk or posedge reset) begin
if(reset) prior <=5'b11111;
else begin
    if(anyGrant) begin
        prior[0]<=grant[4];
        prior[1]<=grant[4]|grant[0];
        prior[2]<=grant[4]|grant[0]|grant[1];
        prior[3]<=grant[4]|grant[0]|grant[1]|grant[2];
        prior[4]<=grant[0]|grant[1]|grant[2]|grant[3];
    end
end
end
assign stage0[0]={request[0],prior[0]};
assign stage0[1]={request[1],prior[1]};
assign stage0[2]={request[2],prior[2]};
assign stage0[3]={request[3],prior[3]};
assign stage0[4]={request[4],prior[4]};
max_sel stage_1_0( .in1(stage0[1]), .in2(stage0[0]), .out(stage1[0]), .sel(stage1_sel[0]));
max_sel stage_1_1( .in1(stage0[3]), .in2(stage0[2]), .out(stage1[1]), .sel(stage1_sel[1]));
assign stage1[2]=stage0[4];
max_sel stage_2( .in1(stage1[1]), .in2(stage1[0]), .out(stage2[0]), .sel(stage2_sel));
assign stage2[1]=stage1[2];
max_sel stage_3( .in1(stage2[1]), .in2(stage2[0]), .out(stage3), .sel(stage3_sel));
assign stage1_data[0] = stage1_sel[0]?data_1:data_0;
assign stage1_data[1] = stage1_sel[1]?data_3:data_2;
assign stage1_data[2] = data_4;
assign stage2_data[0] = stage2_sel?stage1_data[1]:stage1_data[0];
assign stage2_data[1] = stage1_data[2];
assign stage3_data=stage3_sel?stage2_data[1]:stage2_data[0];
assign stage1_grant[0]=request[0]&!stage1_sel[0];
assign stage1_grant[1]=request[1]&stage1_sel[0];
assign stage1_grant[2]=request[2]&!stage1_sel[1];
assign stage1_grant[3]=request[3]&stage1_sel[1];
assign stage1_grant[4]=request[4];
assign stage2_grant[0]=stage1_grant[0]&!stage2_sel;
assign stage2_grant[1]=stage1_grant[1]&!stage2_sel;
assign stage2_grant[2]=stage1_grant[2]&stage2_sel;
assign stage2_grant[3]=stage1_grant[3]&stage2_sel;
assign stage2_grant[4]=stage1_grant[4];
assign stage3_grant[0]=stage2_grant[0]&!stage3_sel;
assign stage3_grant[1]=stage2_grant[1]&!stage3_sel;
assign stage3_grant[2]=stage2_grant[2]&!stage3_sel;
assign stage3_grant[3]=stage2_grant[3]&!stage3_sel;
assign stage3_grant[4]=stage2_grant[4]&stage3_sel;
assign grant=stage3_grant;
assign anyGrant=stage3_grant[4]|stage3_grant[3]|stage3_grant[2]|stage3_grant[1]|stage3_grant[0];
always @(posedge clk or posedge reset) begin
    if(reset) outputAvailable <='b1;
    else begin
        outputAvailable=!request[4]&!request[3]&!request[2]&!request[1]&!request[0];
    end
end
assign data_out={stage3_data[16]&anyGrant,stage3_data[15:0]};
endmodule
module max_sel
(
    input       [1:0]       in1,in2,
    output      [1:0]       out,
    output                  sel
);
assign sel= (in1[1]&!in2[1])|(in1[0]&!in2[1]&!in2[0])|(in1[1]&in1[0]&!in2[0]);
assign out= sel?in1:in2;
endmodule
```
`design/flow/run.sh`:
```
#!/bin/bash
# OpenROAD 26Q1-2900-gdf79404cd8, Yosys 0.63+post, stock flow scripts
make -C /OpenROAD-flow-scripts/flow DESIGN_CONFIG=/design/flow/config.mk WORK_HOME=/design/flow/orfs finish
```
`design/flow/config.mk`:
```
export PLATFORM = sky130hd
export DESIGN_NAME = arbiter_mux
export DESIGN_NICKNAME = arbiter_mux
export VERILOG_FILES = /design/flow/design.v
export SDC_FILE = /design/flow/constraint.sdc
export NUM_CORES = 4
export LEC_CHECK = 1
export CORE_AREA = 10 10 93 93
export DIE_AREA = 0 0 103 103
```
`design/flow/constraint.sdc`:
```
current_design arbiter_mux

set clk_period 5.1
set clk_io_pct 0.2

create_clock -name clk0 -period $clk_period [get_ports {clk}]

set non_clock_inputs [all_inputs -no_clocks]
set_input_delay [expr $clk_period * $clk_io_pct] -clock clk0 $non_clock_inputs
set_output_delay [expr $clk_period * $clk_io_pct] -clock clk0 [all_outputs]
```
==> out/metrics.cfg <==
[global_routing]
grt_max_degree=18
antenna_found_initial=0
overflow=0
grt_pass1_vias=1608
grt_pass1_wl_microns=8625
grt_use_total_pct=10.30

[min_path]
worstHoldEndpoint=prior[4]
whs_path_depth=2
min_path_type=register to register
hp-start=prior[4]

[clocking]
cts_max_path_buffers=2
holdBufCountCts=0
cts.clk_slew.worst_paths_ns=0.03
cts_tree=built
cts_root_buf=clkbuf_8
cts_resized=0
h-tree-depth=1
clkSinkCount=6
clock_latency_ns=0.22
postCtsSetupRepairBufs=0
cts-buffers-inserted=3

[status]
status=completed

[setup_path]
critPathLaunchType=input port
startpoint=request[3]
r2r_slack_ns=2.95
critPathKind=input port to output port
regToRegStartpoint=prior[3]
critPathArrivalTime_ns=3.85
path_max_fanout=16
worstPathRequired_ns=4.08
timing.rr.end=prior[1]
reg2reg_depth=6
critPathCaptureType=output port

[logic_synthesis]
common_cells=mux2i_1, nor2_1, a221oi_2
avgSynthCellArea_sq_um=8.392
synth_flop_count=6
edf_count=0
top_area_share_pct=25.96
syn_inst=147
ys_warn_count=1
ys_cells=147
synthDistinctLibCells=38
top_area_cell=mux2i_1
top_cells_by_area=mux2i_1, dfstp_2, a221oi_2
flop_cell=dfstp_2
netlist_area_sq_mm=0.001234
yosys_area_sq_mm=0.001234
synthArstFlopShare_pct=100.0
synth_top_cell_by_count=mux2i_1
ys_seq_share_pct=12.78

[route]
diodes=0
route.met2.wl_microns=2980
vias_per_cell=4.645
dr_total_vias=1584
remaining_drc_errors=0
m1WireLength_microns=2291
dr_wl_met3_microns=656
routedWlPerCell_microns=17.43
top_layer_used=met4
ant_nets=0
drt_iter0_markers=49
wirelength_microns=5943
dr.pass1.iters=4

[final_timing]
maxSlewViolCount=0
max_freq_ghz=0.2052
setup_tns_ns=0
post-route-period-util_pct=95.55
worst_pin_slew_ns=0.6350
period_needed_ns=4.873
clock_skew_ns=0.001376
setup_viol=0
hold_violations=0
setup_slack_ns=0.2270
slew_headroom_pct=57.22
grt_setup_unrepaired=no

[place]
dp_hpwl_microns=5070
place_area_sq_mm=0.002471
portBuffers=114
place_ws_ns=0.1993
place.gp.congestion=0.8224

[floorplanning]
coreArea_sq_mm=0.006756
fp.dieH_microns=103
chipArea_sq_mm=0.01061
fp_util_pct=18.26
boundaryPins=115
die_width_microns=103
rows=30

[pwr]
power_leakage_uw=0.001031
ir_drop_v=0.00009350
p_per_area_mw_per_mm2=337.5

[cells_and_area]
final_cell_area_sq_mm=0.002521
drive_gt1_share_pct=14.56
syn_to_final_growth_pct=104.4

[job]
maxCapViolations=0
openroad.warnings=25

## flip-flops by register name, indices dropped and copies added (netlist names)
signal           flops
outputAvailable      1
prior                5
## worst max-delay path by stage
stage             end  slack, ns  depth (start not counted)
4_1_cts   data_out[4]       0.20                          8
6_report  data_out[3]       0.23                          8
5_1_grt   data_out[2]       0.02                          8
## through the flow
step | std cells | util [%] | hold slack [ns] | power (uW)
after detailed placement | 338 | 36.57 | 0.5010 | 793.1
after floorplan | 147 | - | 0.4697 | 449.4
after global routing | 341 | 37.31 | 0.5495 | 928.1
final | 341 | 37.31 | 0.5091 | 850.8
after global placement | 338 | 36.57 | 0.5054 | 793.7
after CTS | 341 | 37.19 | 0.5101 | 868.3
## report_power, final
part | switching (uW) | total (uW) | internal, uW
combinational | 278 | 686 | 408
sequential | 16.8 | 96.5 | 79.7
clock | 17.6 | 68.1 | 50.4
total | 313 | 851 | 538
## cells by family (layout without fill, tap and decap cells)
group	after synthesis	count (layout)	synth area share (%)
DFF	6	6	12.78
AOI/OAI and AO/OA	42	42	31.85
muxes	34	34	27.79
adders and majority gates	1	1	0.8114
and+or+nand+nor	47	47	18.87
buffers and inverters	17	131	7.910
## cell type report
| type | count | area, sq um |
|---|---|---|
| multi-input combinational | 124 | 988.4 |
| tap | 80 | 100.1 |
| inverter | 4 | 15.01 |
| fill | 689 | 4235 |
| sequential | 6 | 157.7 |
| timing repair buffer | 124 | 1219 |
| clock buffer | 3 | 41.29 |
## cells in the final DEF (no fill, tap or decap), types with 3 or more instances in the layout
master,count
or2_2,4
nand2b_1,3
nor2b_1,3
clkdlybuf4s50_1,113
o21ai_0,7
clkbuf_8,3
dfstp_2,6
mux2i_1,32
buf_4,10
a221oi_2,10
a221oi_1,6
inv_1,4
nand2_1,4
nor2_1,21
## per-layer routing
metal	track usage [%]	vias up
met4	0.7487	0
met5	0	-
met3	3.859	2
met1	12.54	719
li1	-	806
met2	17.60	57
## critical path: stages
cell and delay (ns):
clkdlybuf4s50_1 0.52, a22o_1 0.27, a311o_1 0.28, buf_4 0.16, o211a_1 0.24, or2_2 0.48, a221oi_1 0.34, clkdlybuf4s50_1 0.54
Power is estimated from default activity; no workload was simulated.
