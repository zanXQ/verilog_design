--- flow/design.v ---
module barrel_shifter
  (
    input   [63:0]      input_bit,
    input   [5:0]       shift_bit,
    input               lo_left,lo_right,art_right,art_left,rot_right,rot_left,
    output  [63:0]      output_bit
  );
  wire rot=rot_right|rot_left;
  wire left=lo_left|art_left|rot_left;
  reg [63:0] state_0,state_1,state_2,state_3,state_4,state_5,in,out;
  integer i;
  always @(*) begin
	for(i=0;i<64;i=i+1) begin
	in[i]=left?input_bit[63-i]:input_bit[i];
	end
	for(i=0;i<63;i=i+1) begin  
	state_0[i]=shift_bit[0]?in[i+1]:in[i];
	end
	for(i=0;i<1;i=i+1) begin
	state_0[63-i]=shift_bit[0]?((in[0-i]&rot)|(art_right&input_bit[63])):in[63-i];
	end
	for(i=0;i < 62;i=i+1)begin  
	state_1[i]=shift_bit[1]?state_0[i+2]:state_0[i];
	end
	for(i=0;i<2;i=i+1) begin
	state_1[63-i]=shift_bit[1]?((state_0[1-i]&rot)|(art_right&input_bit[63])):state_0[63-i];
	end
	for(i=0;i<60;i=i+1) begin  
	state_2[i]=shift_bit[2]?state_1[i+4]:state_1[i];
	end
	for(i=0;i<4;i=i+1) begin
	state_2[63-i]=shift_bit[2]?((state_1[3-i]&rot)|(art_right&input_bit[63])):state_1[63-i];
	end
	for(i=0;i<56;i=i+1) begin  
	state_3[i]=shift_bit[3]?state_2[i+8]:state_2[i];
	end
	for(i=0;i<8;i=i+1) begin
	state_3[63-i]=shift_bit[3]?((state_2[7-i]&rot)|(art_right&input_bit[63])):state_2[63-i];
	end
	for(i=0;i<48;i=i+1) begin  
	state_4[i]=shift_bit[4]?state_3[i+16]:state_3[i];
	end
	for(i=0;i<16;i=i+1) begin
	state_4[63-i]=shift_bit[4]?((state_3[15-i]&rot)|(art_right&input_bit[63])):state_3[63-i];
	end
	for(i=0;i<32;i=i+1) begin  
	state_5[i]=shift_bit[5]?state_4[i+32]:state_4[i];
	end
	for(i=0;i<32;i=i+1) begin
	state_5[63-i]=shift_bit[5]?((state_4[31-i]&rot)|(art_right&input_bit[63])):state_4[63-i];
	end
	for(i=0;i<64;i=i+1) begin
	out[i]=left?state_5[63-i]:state_5[i];
	end
  end
 assign output_bit=out;
endmodule
module barrel_shiftertb
  (
  );
  reg [63:0]	a;
  reg [5:0]		b;
  wire [63:0]	c;
  reg 			e,f,g,h,l,k;
  barrel_shifter he(.input_bit(a), .shift_bit(b),
                    .lo_left(e), .lo_right(f), .art_right(g), .art_left(h), .rot_right(l), .rot_left(k),
                    .output_bit(c));
initial begin
$dumpfile("barrel_shifter_tb.vcd");
$dumpvars(0,barrel_shiftertb);
a=64'h8000000000000071;
b=6'b010000;
e='b0;
f='b0;
g='b0;
h='b1;
l='b0;
k='b0;
end
endmodule
--- flow/config.mk ---
export PLATFORM = sky130hd
export DESIGN_NAME = barrel_shifter
export DESIGN_NICKNAME = barrel_shifter
export VERILOG_FILES = /design/flow/design.v
export SDC_FILE = /design/flow/constraint.sdc
export NUM_CORES = 4
export LEC_CHECK = 1
export CORE_UTILIZATION = 40
--- flow/run.sh ---
#!/bin/bash
# OpenROAD 26Q1-2900-gdf79404cd8, Yosys 0.63+post, stock flow scripts
make -C /OpenROAD-flow-scripts/flow DESIGN_CONFIG=/design/flow/config.mk WORK_HOME=/design/flow/orfs finish
--- flow/constraint.sdc ---
current_design barrel_shifter

set clk_period 39.4
set clk_io_pct 0.2

create_clock -name clk0 -period $clk_period

set non_clock_inputs [all_inputs -no_clocks]
set_input_delay [expr $clk_period * $clk_io_pct] -clock clk0 $non_clock_inputs
set_output_delay [expr $clk_period * $clk_io_pct] -clock clk0 [all_outputs]
==> results.cfg <==
; flow metrics
[route]
vias = 8070
drc = 0
wl_per_cell_um = 27.0
n_antenna_cell = 0
dr.pass1.iters = 5
first_iter_violations = 965
viasPerCell = 7.24
routed_wl_mm = 30.1
ant_nets = 0

[power]
power.density_nw_per_um2 = 18.8
leakagePower_uw = 0.00290
peakVddDrop_mv = 0.0128

[logic_synthesis]
muxShareOfSynthArea_pct = 42.0
ys_sh_xor_pct = 0
aoi_share_pct = 38.2
yosysChipArea_sq_um = 6660
logic_family = multiplexers
simple_gate_share_pct = 12.2
synth_top_area_share_pct = 28.7
avgSynthCellArea_sq_um = 8.05
synth_area_sq_um = 6660
ys_sh_adder_pct = 0
synth_warnings = 1
synthTopCellsByArea = mux4_2 (29%), a22oi_1 (12%), mux2i_1 (8.6%), nand2_1 (5.5%), a21oi_1 (5.5%)
largest_area_cell = mux4_2
synth.distinct_cells = 63
syn_inst = 827
ys_cells = 827
ys_seq_share_pct = 0

[place]
port_buffers = 139
dpl_cell_area_sq_um = 8090
dp.cells = 1115
gp_congestion = 1.02
pre_cts_slack_ps = 19420
dpl.hpwl_mm = 23.1

[layout]
area_growth_pct = 21.5
seqCellArea_sq_um = 0
stdcell_area_sq_um = 8090
instances_no_fill = 1115
nClkBuffers = 0
drive_gt1_share_pct = 15.6
seq_cell_count = 0

[critical_path]
cp_max_fo = 119
crit_arrival_ps = 12150
required_ps = 31520
crit_start = rot_left
critPathCaptureType = output port
path_class = primary input to output port
start_kind = primary input

[timing]
fin_crit_sh_pct = 50.8
fin_setup_tns_ps = 0
slew_violations = 0
setup_viol = 0
relSlewSlack_pct = 37.0
fmax_mhz = 49.9
grt_setup_unrepaired = no
setup_ws_ps = 19370
period_needed_ps = 20030
final_hold_viol_count = 0
tightestPinTransition_ps = 937

[clock_network]
post-cts-setup-buffer-count = 0
cts_resized = 0
ctsHoldBuffers = 0

[floorplanning]
die_x_um = 131
dieArea_sq_um = 17200
num_io_pins = 140
fp.dieH_um = 131
initCoreUtil_pct = 41.5
core_sq_um = 16100
rows = 46

[global_route]
grt_usage_pct = 37.3
grt_pass1_vias = 7290
grt_pass1_wl_mm = 45.2
grt_max_degree = 120
grt_overflow = 0
antenna_found_initial = 0

[job]
cap_violations = 0
tool_warnings = 35

[worst_hold_path]
min_to = output_bit[62]
hold-path-cell-count = 5
worstHoldStart = shift_bit[5]
hold_path.class = primary input to output port

[outcome]
status = complete, no violations
per-layer routing:
metal	part of all wire, %	track usage (%)	vias to the layer above	wire, um
li1	-	-	3559	-
met1	40	53.8	3903	12000
met2	44	54.6	541	13400
met3	12	11.7	67	3590
met4	3.5	11.6	0	1060
met5	0	1.47	-	0
where the power goes:
part	switching, uW	total [uW]	leakage, uW	internal [uW]
Combinational	81.4	152	0.00290	70.9
Sequential	0	0	0	0
Clock	0	0	0	0
Total	81.4	152	0.00290	70.9
cell type report:
cell class / instances / area [sq um]
multi-input cells: 716 / 6170
repair buffers: 162 / 1570
inverters: 21 / 78.8
well taps: 216 / 270
fillers: 1472 / 7970
per-stage QoR:
step / util (%) / power [uW] / hold WS [ps]
floorplan: - / 85.1 / 16050
global placement: 50.4 / 147 / 16810
detailed placement: 50.4 / 149 / 16820
CTS: 50.4 / 149 / 16820
global route: 50.4 / 165 / 16900
finish: 50.4 / 152 / 16840
critical path, stage by stage:
cell             delay [ps]
clkdlybuf4s50_1         540
nor3_4                  260
buf_12                  560
mux4_1                  780
a222oi_1                360
nand2_1                 260
mux4_2                  540
and2_1                  190
o221ai_1                170
o21ai_1                 110
clkdlybuf4s50_1         430
worst max-delay path by stage:
| stage | endpoint | slack (ps) | cells after the start |
|---|---|---|---|
| finish | output_bit[54] | 19370 | 11 |
| global route | output_bit[19] | 19100 | 11 |
| CTS | output_bit[26] | 19400 | 10 |
Yosys cell counts, drive strengths merged, types with 2 or more instances:
cell / instances
o41ai: 3
nand2: 99
clkbuf: 69
or2: 2
nor2: 53
o31ai: 2
or3: 2
a22oi: 111
a2bb2oi: 3
a21boi: 3
mux2i: 57
o211a: 3
a221oi: 21
o21ai: 34
o2bb2ai: 4
buf: 21
o32ai: 5
and2: 8
a22o: 6
nor3: 10
nand3b: 3
a222oi: 2
mux4: 93
a221o: 4
a21oi: 73
a21o: 9
mux2: 9
a211oi: 15
inv: 20
o22a: 3
nand2b: 2
nand3: 4
or3b: 2
o21a: 5
a31oi: 9
o21bai: 4
o221ai: 4
o22ai: 38
cell usage in the layout (no fill, tap or decap), types with 3 or more instances in the layout:
cell type / count
o211a_1: 3
o21ai_0: 27
mux4_1: 8
buf_4: 22
a2bb2oi_1: 3
nor2_1: 49
nand3b_1: 3
a31oi_1: 9
a21oi_1: 73
a221o_1: 4
nor3_1: 9
a221oi_1: 21
o21a_1: 5
a22oi_1: 108
a22o_1: 6
nor2_2: 4
nand2_1: 98
o2bb2ai_1: 4
clkdlybuf4s50_1: 137
o41ai_1: 3
o32ai_1: 5
a211oi_1: 14
mux2i_1: 57
mux4_2: 85
mux2_2: 9
inv_2: 3
o22a_1: 3
o221ai_1: 4
a22oi_2: 3
o22ai_1: 38
inv_1: 17
o21bai_1: 4
a21o_1: 9
nand3_1: 4
o21ai_1: 7
and2_1: 8
logic make-up after synthesis:
| logic type | count (synthesis) |
|---|---|
| compound gates | 367 |
| simple gates | 190 |
| mux | 159 |
| buf+inv | 111 |
Power and IR drop assume default switching activity.
